`flow/design.v`:
```
module	dcache_line
#(
parameter	DATABITS=32,
parameter	ADDRBITS=32,
parameter	CACHEADDRBITS=5,
parameter	BANKNUM=4,
parameter	TTLBITS=8,
parameter	MAXTTL=(2**TTLBITS-1)
)
(
	input	[ADDRBITS-1:0]	dcache_addr,
	input			dcache_rdreq,
	input			dcache_wrreq,
	input	[DATABITS-1:0]	dcache_in,
	output	[DATABITS-1:0]	line_out,
	output			line_out_valid,
	input	[BANKNUM-1:0]	byteenable,
	output	[ADDRBITS-1:0]	line_memory_section,
	output			line_miss,
	output			line_dirty,
	input			flush_mode,
	input			flush_we,
	input	[ADDRBITS-1:0]	flush_addr,
	input	[DATABITS-1:0]	flush_in,
	input			queue_mode,
	input	[ADDRBITS-1:0]	queue_addr,
	input	[DATABITS-1:0]	queue_data,
	input			queue_rdreq,
	input			queue_wrreq,
	input	[BANKNUM-1:0]	queue_byteenable,
	output	[TTLBITS-1:0]	line_ttl,
	input			reset_n,
	input			clk
);
	wire					v_line_miss;
	wire	[ADDRBITS-1:0]			int_addr;
	wire	[CACHEADDRBITS-1:0]		lsb_addr;
	wire	[DATABITS-CACHEADDRBITS-2-1:0]	msb_addr;
	wire	[DATABITS-CACHEADDRBITS-2-1:0]	flush_msb_addr;
	reg	[DATABITS-CACHEADDRBITS-2-1:0]	r_memory_section;	 
	reg					r_line_dirty;
	reg					r_init;			 
	wire					v_line_req;
	reg	[TTLBITS-1:0]			r_line_ttl;
	assign	line_ttl					=r_line_ttl;
	assign	int_addr					=queue_mode?queue_addr:dcache_addr;
	assign	lsb_addr					=int_addr[CACHEADDRBITS+2-1:2];
	assign	msb_addr					=int_addr[DATABITS-1:CACHEADDRBITS+2];
	assign	flush_msb_addr					=flush_addr[DATABITS-1:CACHEADDRBITS+2];
	assign	v_line_miss					=(msb_addr!=r_memory_section)|r_init;
	assign	line_miss					=v_line_miss;
	assign	line_dirty					=r_line_dirty;
	assign	line_out_valid					=(flush_mode=='b0) & !v_line_miss & (queue_mode?queue_rdreq:dcache_rdreq);
	assign	line_memory_section[DATABITS-1:CACHEADDRBITS+2]	=r_memory_section;
	assign	line_memory_section[CACHEADDRBITS+2-1:0]	='b0;
	assign v_line_req					=queue_mode?(queue_wrreq|queue_rdreq):(dcache_wrreq|dcache_rdreq);
	dcache_memblock	
	#(
		.DATABITS		(DATABITS),
		.ADDRBITS		(CACHEADDRBITS),
		.BANKNUM		(BANKNUM)
	) DCACHE_MEMBLOCK0(
		.addr			(lsb_addr),
		.data_in		(queue_mode?queue_data:dcache_in),
		.data_out		(line_out),
		.we			(!v_line_miss & (queue_mode?queue_wrreq:dcache_wrreq)),
		.byteenable		(queue_mode?queue_byteenable:byteenable),
		.flush_mode		(flush_mode),
		.flush_addr		(flush_addr[CACHEADDRBITS+2-1:2]),
		.flush_in		(flush_in),
		.flush_we		(flush_we),
		.reset_n		(reset_n),
		.clk			(clk)
	);	
	always	@(posedge clk or negedge reset_n)
	begin
		if (!reset_n)
		begin
			r_line_dirty		<=1'b0;
			r_init			<=1'b1;
			r_memory_section	<='b0;
			r_line_ttl		<='d0;
		end else begin
			if (flush_mode)
			begin
				r_init		<=1'b0;
				r_line_ttl	<='d0;
				if (flush_we)
				begin
					r_line_dirty		<=1'b0;
					r_memory_section	<=flush_msb_addr;
				end
			end else begin
				if (!v_line_miss)
				begin
					if (r_line_ttl!='d0 & v_line_req) 
					begin
						r_line_ttl<=r_line_ttl-'d1;
					end
				end else begin
					if (r_line_ttl!=MAXTTL & v_line_req)
					begin
						r_line_ttl<=r_line_ttl+'d1;
					end
				end
				if ((queue_mode?queue_wrreq:dcache_wrreq) & !v_line_miss)
				begin
					r_line_dirty		<=!r_init;
				end	
			end
		end	
	end
endmodule
module	dcache_memblock
#(
parameter	DATABITS=32,
parameter	ADDRBITS=5,
parameter	MEMSIZE=2**ADDRBITS,
parameter	BANKNUM=4,
parameter	BANKDATABITS=(DATABITS/BANKNUM)
)
(
	input	[ADDRBITS-1:0]		addr,
	input	[DATABITS-1:0]		data_in,
	output	[DATABITS-1:0]		data_out,
	input				we,
	input	[BANKNUM-1:0]		byteenable,
	input				flush_mode,
	input	[ADDRBITS-1:0]		flush_addr,
	input	[DATABITS-1:0]		flush_in,
	input				flush_we,
	input	[BANKNUM-1:0]		flush_byteenable,
	input				reset_n,
	input				clk
);
	wire	[BANKNUM-1:0]	writeenables;
	wire	[ADDRBITS-1:0]	int_addr;
	wire	[DATABITS-1:0]	int_data;
	assign	writeenables[0]=flush_mode?flush_we:(we&byteenable[0]);
	assign	writeenables[1]=flush_mode?flush_we:(we&byteenable[1]);
	assign	writeenables[2]=flush_mode?flush_we:(we&byteenable[2]);
	assign	writeenables[3]=flush_mode?flush_we:(we&byteenable[3]);
	assign	int_addr=flush_mode?flush_addr:addr;
	assign	int_data=flush_mode?flush_in:data_in;
	spram_32x8	SPRAM0
	(
		.addr		(int_addr),
		.data_out	(data_out[ 7: 0]),
		.data_in	(int_data[ 7: 0]),
		.we		(writeenables[0]),
		.clk		(clk)
	);
	spram_32x8	SPRAM1
	(
		.addr		(int_addr),
		.data_out	(data_out[15: 8]),
		.data_in	(int_data[15: 8]),
		.we		(writeenables[1]),
		.clk		(clk)
	);
	spram_32x8	SPRAM2
	(
		.addr		(int_addr),
		.data_out	(data_out[23:16]),
		.data_in	(int_data[23:16]),
		.we		(writeenables[2]),
		.clk		(clk)
	);
	spram_32x8	SPRAM3
	(
		.addr		(int_addr),
		.data_out	(data_out[31:24]),
		.data_in	(int_data[31:24]),
		.we		(writeenables[3]),
		.clk		(clk)
	);
endmodule
module	spram_32x8
#(
parameter	DATABITS=8,
parameter	ADDRBITS=5,
parameter	MEMSIZE=(2**ADDRBITS)
)
(
	input	[ADDRBITS-1:0]	addr,
	output	[DATABITS-1:0]	data_out,
	input	[DATABITS-1:0]	data_in,
	input		we,
	input		clk
);
	reg	[DATABITS-1:0]	memblock[MEMSIZE-1:0];
	always @(posedge clk)
	begin
		if (we)
		begin
			memblock[addr]<=data_in;
		end
	end
	assign data_out=memblock[addr];
endmodule
```
`flow/run.sh`:
```
#!/bin/bash
# OpenROAD 26Q1-2900-gdf79404cd8, Yosys 0.63+post, stock flow scripts
make -C /OpenROAD-flow-scripts/flow DESIGN_CONFIG=/design/flow/config.mk WORK_HOME=/design/flow/orfs finish
```
`flow/config.mk`:
```
export PLATFORM = sky130hd
export DESIGN_NAME = dcache_line
export DESIGN_NICKNAME = dcache_line
export VERILOG_FILES = /design/flow/design.v
export SDC_FILE = /design/flow/constraint.sdc
export NUM_CORES = 4
export LEC_CHECK = 1
export CORE_UTILIZATION = 50
```
`flow/constraint.sdc`:
```
current_design dcache_line

set clk_period 32.1
set clk_io_pct 0.2

create_clock -name clk0 -period $clk_period [get_ports {clk}]

set non_clock_inputs [all_inputs -no_clocks]
set_input_delay [expr $clk_period * $clk_io_pct] -clock clk0 $non_clock_inputs
set_output_delay [expr $clk_period * $clk_io_pct] -clock clk0 [all_outputs]
```
==> reports/qor.yml <==
detailed_routing:
  wirelength_um: 105000
  vias: 21900
  drcViolationCount: 0
  drt_iter0_markers: 1340
  m1WireLength_um: 34800
  wl_per_cell_um: 28.1
  ant_nets: 0
  drt-vias-per-instance: 5.86
  wl_met3_um: 16700
  met2_length_um: 50200
  drt_pre_antenna_iters: 7
  routed.top_layer: "met5"
setup_path:
  critPathArrivalTime_ps: 11770
  cpMaxStageDelayCell: "buf_4"
  critPathKind: "in2out"
  startpoint: "flush_mode"
  reg2reg_slack_ps: 28150
  critPathLaunchType: "input pin"
  crit_required_ps: 25680
  end_kind: "output port"
  worstPathCellList: "buf_4 -> nand2_1 -> o21ai_4 -> buf_4 -> buf_4 -> buf_4 -> buf_4 -> mux4_2 -> a22o_1 -> a221oi_1 -> nand3_1 -> clkdlybuf4s50_1"
  slowest_delay_ps: 640
  crit_path_frequent_cell: "buf_4"
  critical_path.max_fanout: 44
  r2r_cells: 12
  worstReg2RegStart: "r_memory_section[16]"
  reg2reg_to: "r_line_ttl[7]"
clock_tree:
  tritoncts: "done"
  cts_hold_buf: 0
  clk_pin_slew_ps: 60
  htree_num_levels: 3
  cts_buffers: 106
  clock_latency_ps: 650
  post_cts_resized: 0
  cts_root_buffer: "clkbuf_16"
  clockBufferDepth: 3
  clock_sinks: 1059
  cts_setup_buffers: 0
min_path:
  min_path_type: "reg2reg"
  hold_depth: 1
  min-delay-start: "r_init"
  min_to: "r_init"
yosys:
  ys_sh_xor_pct: 0.619
  synth-simple-area-share_pct: 3.82
  ys_seq_elements: 1059
  netlist_area_mm2: 0.0424
  adder_share_pct: 0.224
  top_cell_area_share_pct: 72.5
  compound_area_share_pct: 2.73
  top_cells_by_area: "edfxtp_1 72%, mux4_2 14%, dfrtp_1 2.0%, mux2i_1 1.7%, nand2_1 1.7%"
  top_logic_kind: "multiplexers"
  synth.distinct_cells: 44
  ys_chip_area_mm2: 0.0424
  ff_type: "edfxtp_1"
  syn_area_per_cell_um2: 19.5
  yosysCellCount: 2174
  edf_count: 1024
  ys_seq_share_pct: 74.6
  ys_warn_count: 2
  synthArstFlopShare_pct: 3.31
  mux_share_pct: 16.4
  top_area_cell: "edfxtp_1"
  synth_cells: 2174
global_routing:
  gr-total-overflow: 0
  grt_pass1_vias: 24100
  grt_pass1_wl_um: 154000
  antenna_found_initial: 4
  grt_max_degree: 92
  grt_usage_pct: 28.2
die:
  io-pin-count: 284
  die_x_um: 293
  std_cell_rows: 106
  die_area_mm2: 0.0860
  die_h_um: 293
  core_region_area_mm2: 0.0838
  initCoreUtil_pct: 50.6
run:
  drv_cap: 0
  tool_warnings: 32
timing:
  finalHoldViolCount: 0
  fin_crit_sh_pct: 56.7
  fmax_mhz: 55.0
  maxSlewHeadroom_pct: 34.1
  fin_hold_ws_ps: 483
  skew_ps: 14.7
  finalWorstSetupSlack_ps: 13910
  drv_slew: 0
  rsz0062_at_grt: "no"
  fin_setup_tns_ps: 0
  finalCriticalPeriod_ps: 18190
  finalSetupViolCount: 0
  worstMarginPinSlew_ps: 984
outcome:
  status: "finished clean"
power_and_ir_drop:
  power_density_mw_per_mm2: 60.1
  combPwrFrac_pct: 9.8
  p_switching_uw: 658
  leakage_nw: 15.7
  clkPwrFrac_pct: 38.3
  ir_drop_uv: 44.9
  p_int_mw: 2.34
  switching_share_pct: 21.9
  seqPwrFrac_pct: 51.9
final_layout:
  utilization_pct: 59.6
  nFillCells: 6014
  drive_gt1_share_pct: 22.0
  area_growth_pct: 17.7
  fin_cells: 3731
placement:
  gp_congestion: 0.845
  dp_slack_ps: 13690
  port_buffers: 270
  post-dp-hpwl_um: 65000
  placedCellCount: 3537
## worst max-delay path, delay by kind of cell
kind / cells / cell delay, ps
buffers and inverters: 6 / 3450
AOI/OAI and AO/OA: 3 / 760
muxes: 1 / 590
and+or+nand+nor: 2 / 480
## area by class of cell
type	count	area, µm²	share of cell area (%)
tap	1134	1420	2.84
inverter	3	11.3	0.0226
antenna	4	10.0	0.0200
multi-input combinational	989	10300	20.6
timing repair buffer	352	3330	6.68
clock buffer	145	2950	5.90
sequential	1059	31600	63.3
clock inverter	45	287	0.574
## registers in the layout, indices dropped and copies added (netlist names)
signal	count
DCACHE_MEMBLOCK0.SPRAM0.memblock	256
DCACHE_MEMBLOCK0.SPRAM3.memblock	256
DCACHE_MEMBLOCK0.SPRAM1.memblock	256
r_line_dirty	1
r_memory_section	25
r_line_ttl	8
r_init	1
DCACHE_MEMBLOCK0.SPRAM2.memblock	256
## cells in the mapped netlist, types with 4 or more instances
master and n:
edfxtp_1 1024, mux4_2 256, nand2_1 187, nor2_1 157, mux2i_1 74, a21oi_1 60
clkbuf_1 49, a22oi_1 42, mux2_2 39, buf_2 35, o21ai_0 35, dfrtp_1 34
xnor2_1 28, buf_6 17, buf_1 16, a221oi_1 15, buf_4 12, nand4_1 12
a22o_1 8, nor2b_1 8, nor4_1 8, or4_1 7, ha_1 6, a21o_1 4
nand2b_1 4, nand3_1 4, o211ai_1 4, o21a_1 4
## worst max-delay path by stage
stage | endpoint | slack (ps) | cells after the start
5_1_grt | line_out[11] | 13380 | 12
4_1_cts | line_out[11] | 13650 | 12
6_report | line_out[11] | 13910 | 12
## cells by family (layout without fill, tap and decap cells)
family	after synthesis	count (layout)
other	1	11
muxes	369	369
adders and majority gates	7	7
DFF	1059	1059
buffers and inverters	132	545
xor gates and xnor gates	30	30
AOI/OAI and AO/OA	182	182
and+or+nand+nor	394	394
## metrics by stage
stage / total power [mW] / area [µm²]
finish: 3.00 / 49900
global route: 3.10 / 49900
CTS: 3.03 / 49900
detailed placement: 1.88 / 46700
global placement: 1.88 / 46700
floorplan: 1.74 / 42400
## power groups by stage
| stage | clock [mW] | sequential (mW) | combinational (mW) |
|---|---|---|---|
| final | 1.15 | 1.56 | 0.293 |
| after global routing | 1.23 | 1.56 | 0.317 |
| after CTS | 1.17 | 1.56 | 0.299 |
## per-layer routing
metal	track usage [%]	vias up
met5	2.33	-
li1	-	9495
met4	6.40	14
met1	37.9	10900
met3	19.4	174
met2	40.8	1309
## placed cells by master (no fill, tap or decap), types with 4 or more instances in the layout
cell type        instances
nor2_2                   8
or4_1                    7
a221oi_1                15
clkbuf_16              111
edfxtp_1              1024
mux2i_1                 74
clkdlybuf4s50_1        267
o21ai_2                 32
nor4_1                   8
nor2_1                 151
a21oi_1                 56
o211ai_1                 4
nand3_1                  4
mux4_2                 256
clkbuf_1                30
mux2_2                  39
nor2b_1                  8
diode_2                  4
a22o_1                   8
xnor2_1                 28
ha_1                     6
dfrtp_1                 34
nand4_1                 12
conb_1                   7
clkinv_1                21
a22oi_1                 42
a21o_1                   4
a21oi_2                  4
nand2b_1                 4
clkinv_2                17
nand2_1                187
clkbuf_8                 4
buf_4                   82
No activity file was given, so power comes from the tool's default toggle rates.

===== flow/design.v =====
module icache_line
#(
parameter	DATABITS=32,
parameter	ADDRBITS=32,
parameter	CACHEADDRBITS=5,
parameter	BANKNUM=4,
parameter	TTLBITS=8,
parameter	MAXTTL=(2**TTLBITS-1)
)
(
	input	[ADDRBITS-1:0]	icache_addr,
	input			icache_rdreq,
	output	[DATABITS-1:0]	line_out,
	output			line_out_valid,
	output	[ADDRBITS-1:0]	line_memory_section,
	output			line_miss,
	input			flush_mode,
	input			flush_we,
	input	[ADDRBITS-1:0]	flush_addr,
	input	[DATABITS-1:0]	flush_in,
	input			queue_mode,
	input	[ADDRBITS-1:0]	queue_addr,
	input	[DATABITS-1:0]	queue_data,
	output	[TTLBITS-1:0]	line_ttl,
	input			reset_n,
	input			clk	
);
	wire			v_line_miss;
	wire	[ADDRBITS-1:0]			int_addr;
	wire	[CACHEADDRBITS-1:0]		lsb_addr;
	wire	[DATABITS-CACHEADDRBITS-2-1:0]	msb_addr;
	wire	[DATABITS-CACHEADDRBITS-2-1:0]	flush_msb_addr;
	reg	[DATABITS-CACHEADDRBITS-2-1:0]	r_memory_section;	 
	reg					r_init;			 
	wire					v_line_req;
	reg	[TTLBITS-1:0]			r_line_ttl;
	assign	line_ttl					=r_line_ttl;
	assign	int_addr					=queue_mode?queue_addr:icache_addr;
	assign	lsb_addr					=int_addr[CACHEADDRBITS+2-1:2];
	assign	msb_addr					=int_addr[DATABITS-1:CACHEADDRBITS+2];
	assign	flush_msb_addr					=flush_addr[DATABITS-1:CACHEADDRBITS+2];
	assign	v_line_miss					=(msb_addr!=r_memory_section)|r_init;
	assign	line_miss					=v_line_miss;
	assign	line_out_valid					=(flush_mode=='b0) & !v_line_miss & (queue_mode?1'b1:icache_rdreq);
	assign	line_memory_section[DATABITS-1:CACHEADDRBITS+2]	=r_memory_section;
	assign	line_memory_section[CACHEADDRBITS+2-1:0]	='b0;
	assign v_line_req					=queue_mode?(1'b1):(icache_rdreq);
	icache_memblock
	#(
		.DATABITS		(DATABITS),
		.ADDRBITS		(CACHEADDRBITS)
	) ICACHE_MEMBLOCK0(
		.addr			(lsb_addr),
		.data_in		(queue_mode?queue_data:icache_in),
		.data_out		(line_out),
		.we			(!v_line_miss & (queue_mode?queue_wrreq:icache_wrreq)),
		.flush_mode		(flush_mode),
		.flush_addr		(flush_addr[CACHEADDRBITS+2-1:2]),
		.flush_in		(flush_in),
		.flush_we		(flush_we),
		.reset_n		(reset_n),
		.clk			(clk)
	);
	always	@(posedge clk or negedge reset_n)
	begin
		if (!reset_n)
		begin
			r_init			<=1'b1;
			r_memory_section	<='b0;
			r_line_ttl		<='d0;
		end else begin
			if (flush_mode)
			begin
				r_init		<=1'b0;
				r_line_ttl	<='d0;
				if (flush_we)
				begin
					r_memory_section	<=flush_msb_addr;
				end
			end else begin
				if (!v_line_miss)
				begin
					if (r_line_ttl!='d0 & v_line_req) 
					begin
						r_line_ttl<=r_line_ttl-'d1;
					end
				end else begin
					if (r_line_ttl!=MAXTTL & v_line_req)
					begin
						r_line_ttl<=r_line_ttl+'d1;
					end
				end
			end
		end	
	end
endmodule
module	icache_memblock
#(
parameter	DATABITS=32,
parameter	ADDRBITS=5,
parameter	MEMSIZE=2**ADDRBITS
)
(
	input	[ADDRBITS-1:0]		addr,
	input	[DATABITS-1:0]		data_in,
	output	[DATABITS-1:0]		data_out,
	input				we,
	input				flush_mode,
	input	[ADDRBITS-1:0]		flush_addr,
	input	[DATABITS-1:0]		flush_in,
	input				flush_we,
	input				reset_n,
	input				clk
);
	wire	[ADDRBITS-1:0]	int_addr;
	wire	[DATABITS-1:0]	int_data;
	assign	int_addr=flush_mode?flush_addr:addr;
	assign	int_data=flush_mode?flush_in:data_in;
	spram_32x32	SPRAM0
	(
		.addr		(int_addr),
		.data_out	(data_out),
		.data_in	(int_data),
		.we		(flush_mode&flush_mode_we),
		.clk		(clk)
	);
endmodule
module	spram_32x32
#(
parameter	DATABITS=32,
parameter	ADDRBITS=5,
parameter	MEMSIZE=(2**ADDRBITS)
)
(
	input	[ADDRBITS-1:0]	addr,
	output	[DATABITS-1:0]	data_out,
	input	[DATABITS-1:0]	data_in,
	input		we,
	input		clk
);
	reg	[DATABITS-1:0]	memblock[MEMSIZE-1:0];
	always @(posedge clk)
	begin
		if (we)
		begin
			memblock[addr]<=data_in;
		end
	end
	assign data_out=memblock[addr];
endmodule

===== flow/run.sh =====
#!/bin/bash
# OpenROAD 26Q1-2900-gdf79404cd8, Yosys 0.63+post, stock flow scripts
make -C /OpenROAD-flow-scripts/flow DESIGN_CONFIG=/design/flow/config.mk WORK_HOME=/design/flow/orfs finish

===== flow/config.mk =====
export PLATFORM = sky130hd
export DESIGN_NAME = icache_line
export DESIGN_NICKNAME = icache_line
export VERILOG_FILES = /design/flow/design.v
export SDC_FILE = /design/flow/constraint.sdc
export NUM_CORES = 4
export LEC_CHECK = 1
export CORE_AREA = 10 10 121 121
export DIE_AREA = 0 0 131 131

===== flow/constraint.sdc =====
current_design icache_line

set clk_period 6.0
set clk_io_pct 0.2

create_clock -name clk0 -period $clk_period [get_ports {clk}]

set non_clock_inputs [all_inputs -no_clocks]
set_input_delay [expr $clk_period * $clk_io_pct] -clock clk0 $non_clock_inputs
set_output_delay [expr $clk_period * $clk_io_pct] -clock clk0 [all_outputs]

==> results.yml <==
# physical design summary
status:
  status: "finished clean"
timing:
  finalCritPeriodShare_pct: 85.2
  rsz0062_at_grt: "no"
  setup_tns_ns: 0
  finalHoldViolCount: 0
  drv_slew: 0
  whs_ns: 0.485
  max_slew_margin_pct: 57.9
  finalCriticalPeriod_ns: 5.11
  tightest_slew_ns: 0.632
  fmax_ghz: 0.196
  setup_viol: 0
  fin_skew_ns: 0.00801
power_and_ir_drop:
  sw_frac_of_total_pct: 24.6
  internal-power_uw: 600
  combPwrFrac_pct: 27.1
  power_leakage_uw: 0.00158
  ir_drop_mv: 0.0854
  p_seq_share_pct: 35.8
  pwr_density_cell_nw_per_um2: 207
  finalPower_uw: 795
  p_clk_share_pct: 37.1
  netSwitchingPower_uw: 195
global_routing:
  grt_overflow: 0
  grt_max_degree: 35
  grt_pass1_vias: 2253
  grt_first_pass_wirelength_mm: 12.1
  grt_use_total_pct: 8.92
  antenna_found_initial: 0
setup_path:
  cpMostUsedCell: "nor2_1"
  path_cells: "buf_2 > mux2i_1 > xnor2_1 > nor4_1 > nand4_2 > nor2_1 > buf_4 > o21ai_0 > nor2_1 > clkdlybuf4s50_1"
  crit_path_end_kind: "output pin"
  critPathMaxStageDelay_ns: 0.51
  rr_worst_depth: 13
  r2r_end: "r_line_ttl[7]"
  critPathArrivalTime_ns: 3.91
  crit_buf_inv: 3
  crit_path_max_fanout: 21
  r2r_slack_ns: 2.58
  crit_required_ns: 4.80
  cp_num_cells: 10
  setup.worst_path.start: "queue_mode"
  endpoint: "line_out_valid"
  worstReg2RegStart: "r_memory_section[19]"
  critPathSlowestCell: "nor4_1"
  cp-start-kind: "input port"
  critical-path-top-delay-family: "buffers and inverters"
  worst-setup-path-type: "in2out"
synthesis:
  synth-edff-count: 0
  yosysWarnings: 8
  top_cell: "buf_4"
  area_leaders: "dfrtp_1, buf_4, mux2_2"
  async_reset_ff_share_pct: 100
  top_cell_area_share_pct: 33.1
  yosysTopAreaCell: "dfrtp_1"
  ys_ff: 34
  syn_area_sq_um: 2500
  top_cells_by_count: "buf_4, dfrtp_1, xnor2_1"
  yosys-stat-area_sq_um: 2500
  ys_seq_share_pct: 34.1
  syn-instance-count: 234
  flop_cell: "dfrtp_1"
  yosys_cells: 234
  synth_cell_type_count: 37
  syn_avg_cell_area_sq_um: 10.7
floorplanning:
  ios: 240
  die_w_microns: 131
  die_area_sq_um: 17200
  fp_util_pct: 20.7
  chipHeight_microns: 131
  design.core.area_sq_um: 12100
  fp-row-count: 40
drt:
  dr.pass1.iters: 4
  drc: 0
  route.antenna.remaining_nets: 0
  drt_iter0_markers: 125
  wl_per_cell_microns: 15.2
  num_vias: 2037
  wl_mm: 7.94
  viasPerCell: 3.91
  antennaDiodeCount: 0
job:
  maxCapViolations: 0
  warning_count: 110
layout:
  drive_gt1_share_pct: 13.6
  areaGrowthSynthToFinish_pct: 54.1
  stdcell_count: 521
  fillers: 1252
  fin_area_sq_um: 3850
clocking:
  cts_buffer_depth: 2
  cts_tree: "yes"
  clock-sinks: 34
  postCtsHoldBufs: 0
  h-tree-depth: 2
  ctsRootBufferMaster: "clkbuf_16"
  cts_buffers: 5
  post_cts.repair.setup_buffers: 0
  clock.latency.late_pin_ns: 0.28
  clk_pin_slew_ns: 0.05
  cts_resized: 0
placement:
  dp_cells: 513
  dp_hpwl_mm: 6.42
  place_area_sq_um: 3680
  place_congestion: 0.841
  port_buffers: 115
worst_hold_path:
  min_path_type: "reg2reg"
## through the flow
stage	utilization [%]	setup WS [ns]
after floorplan	-	1.75
after global placement	30.5	0.946
after detailed placement	30.5	0.863
after CTS	31.9	0.866
after global routing	31.9	0.751
final	31.9	0.886
## flip-flops by register name, summed over array words and instances (netlist names)
name              count
r_line_ttl            8
r_memory_section     25
r_init                1
## cell usage in the layout (no fill, tap or decap), drive strengths merged
master	instances
a21o	2
a21oi	11
a2bb2oi	1
buf	6
bufinv	1
clkbuf	5
clkdlybuf4s50	113
clkinv	2
conb	39
dfrtp	33
dfstp	1
fa	1
ha	6
inv	2
mux2	26
mux2i	25
nand2	3
nand3	6
nand4	3
nor2	4
nor2b	3
nor3	5
nor3b	1
nor4	9
o21a	1
o21ai	10
o21bai	1
o22a	1
or3	2
xnor2	29
xor2	1
## power groups by stage
stage	registers (uW)	clock network, uW	logic (uW)
4_1_cts	285	307	224
5_1_grt	290	318	237
6_report	284	295	216
## per-layer routing
metal  wire length (microns)  GRT usage (%)  vias up
met5                       0              0        -
met4                      85           1.05        0
met3                     709           3.27        8
met2                    3870           14.8       94
met1                    3270           11.2      951
li1                        -              -      984
## worst register-to-register path: stages, from the launching register on
cell       delay [ns]
dfrtp_1          0.40
xnor2_1          0.13
nor4_1           0.51
nand4_2          0.29
nor2_1           0.16
buf_4            0.19
ha_1             0.24
a21o_1           0.17
a21oi_1          0.23
a2bb2oi_1        0.25
a21oi_1          0.13
nor4_1           0.19
a21oi_1          0.08
mux2_1           0.31
## cell type report
class,instances,area [sq um],area share (%)
clock buffer,5,125,3.25
clock inverter,3,40.0,1.04
inverter,2,7.51,0.195
multi-input combinational,190,1440,37.4
sequential,34,852,22.2
tap,168,210,5.47
timing repair buffer,119,1170,30.4
## worst min-delay path by stage
stage,startpoint,to,slack [ns],cells past startpoint
finish,r_init,r_init,0.48,1
CTS,r_init,r_init,0.49,1
global route,r_init,r_init,0.49,1
## cell families (layout without fill, tap and decap cells)
kind of cell / Yosys count / count (layout) / synth area share (%)
AND/OR/NAND/NOR: 36 / 36 / 9.47
other: 1 / 39 / 0.150
multiplexers: 51 / 51 / 21.8
XOR/XNOR: 30 / 30 / 10.5
buffers and inverters: 48 / 129 / 13.9
flip-flops: 34 / 34 / 34.1
adder cells (fa/ha/maj): 7 / 7 / 3.81
AND-OR/OR-AND: 27 / 27 / 6.27
Power is estimated from default activity; no workload was simulated.
